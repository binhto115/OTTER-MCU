**./design.v**
```verilog
`timescale 1ns / 1ps
module KeyboardDriver(
    input CLK,                     
    input PS2DATA,
    input PS2CLK,
    output logic INTRPT,
    output logic [7:0] SCANCODE
  );
    typedef enum {ST_WAIT, ST_INTRPT} STATES;
    STATES StateReg = ST_WAIT;
    logic CLK50 = 0;               
    logic [7:0] ps_code;
    logic [3:0] intrptCount;
    logic code_ready, letter_case;
    always_ff @(posedge(CLK))begin
        CLK50 <= ~CLK50;
    end
    keyboard keybd (.clk(CLK50), .reset(1'b0), .ps2d(PS2DATA), .ps2c(PS2CLK),
                    .scan_code(ps_code), .scan_code_ready(code_ready),
                    .letter_case_out(letter_case));
    always_ff @(posedge CLK) begin
        case(StateReg)
            ST_WAIT: begin             
                intrptCount <= 0;
                INTRPT <= 1'b0;
                if (code_ready == 1'b1) begin    
                  SCANCODE <= ps_code;           
                  StateReg <= ST_INTRPT;         
                end else
                  StateReg <= ST_WAIT;           
              end
            ST_INTRPT: begin
                INTRPT <= 1'b1;                  
                if (intrptCount == 8) begin      
                  StateReg <= ST_WAIT;           
                end else begin
                  intrptCount <= intrptCount + 1;    
                  StateReg <= ST_INTRPT;             
                end
              end
            default: begin               
                StateReg <= ST_WAIT;     
                INTRPT   <= 1'b0;
              end
        endcase;
    end
endmodule
module keyboard (
    input clk, reset,
    input ps2d, ps2c,          
    output [7:0] scan_code,    
    output scan_code_ready,    
    output letter_case_out     
  );
    localparam  BREAKKEY = 8'hf0,  
                SHIFT1   = 8'h12,  
                SHIFT2   = 8'h59,  
                CAPS     = 8'h58;  
    localparam [2:0] ST_lowercase          = 3'b000,  
                     ST_ignore_break       = 3'b001,  
                     ST_shift              = 3'b010,  
                     ST_ignore_shift_break = 3'b011,  
                     ST_capslock           = 3'b100,  
                     ST_ignore_caps_break  = 3'b101;  
    logic [2:0] state_reg, state_next;   
    logic [7:0] scan_out;                
    logic got_code_tick;                 
    logic scan_done_tick;                
    logic letter_case;                   
    logic [7:0] shift_type_reg, shift_type_next;   
    logic [1:0] caps_num_reg, caps_num_next;       
    ps2_rx ps2_rx_unit (.clk(clk), .reset(reset), .rx_en(1'b1), .ps2d(ps2d), .ps2c(ps2c), .rx_done_tick(scan_done_tick), .rx_data(scan_out));
    always_ff @(posedge clk, posedge reset) begin
        if (reset) begin
          state_reg      <= ST_lowercase;
          shift_type_reg <= 0;
          caps_num_reg   <= 0;
        end else begin
          state_reg      <= state_next;
          shift_type_reg <= shift_type_next;
          caps_num_reg   <= caps_num_next;
        end
      end
    always_comb begin
        got_code_tick   = 1'b0;
        letter_case     = 1'b0;
        caps_num_next   = caps_num_reg;
        shift_type_next = shift_type_reg;
        state_next      = state_reg;
        case(state_reg)
          ST_lowercase: begin
              if(scan_done_tick) begin                                  
		          if(scan_out == SHIFT1 || scan_out == SHIFT2)  begin   
		              shift_type_next = scan_out;                       
			          state_next = ST_shift;             
                  end else if(scan_out == CAPS) begin    
			          caps_num_next = 2'b11;             
			          state_next = ST_capslock;          
		          end else if (scan_out == BREAKKEY)     
                      state_next = ST_ignore_break;      
                  else                                   
                      got_code_tick = 1'b1;              
              end
          end
          ST_ignore_break: begin
            if(scan_done_tick)             
                state_next = ST_lowercase;    
            end
          ST_shift: begin
            letter_case = 1'b1;            
            if(scan_done_tick) begin       
		      if(scan_out == BREAKKEY)      
		          state_next = ST_ignore_shift_break;   
              else if(scan_out != SHIFT1 && scan_out != SHIFT2 && scan_out != CAPS)  
                got_code_tick = 1'b1;    
              end
          end
          ST_ignore_shift_break: begin
              if(scan_done_tick) begin             
                  if(scan_out == shift_type_reg)   
                      state_next = ST_lowercase;      
                  else                             
                      state_next = ST_shift;
                end
            end
          ST_capslock: begin
              letter_case = 1'b1;            
              if(caps_num_reg == 0)          
                state_next = ST_lowercase;      
              if(scan_done_tick) begin       
                  if(scan_out == CAPS)       
                      caps_num_next = caps_num_reg - 1;    
                  else if(scan_out == BREAKKEY)               
                      state_next = ST_ignore_caps_break;
                  else if(scan_out != SHIFT1 && scan_out != SHIFT2)     
                      got_code_tick = 1'b1;                
                end
            end
          ST_ignore_caps_break: begin
              if(scan_done_tick) begin     
                  if(scan_out == CAPS)     
                      caps_num_next = caps_num_reg - 1;    
                  state_next = ST_capslock;                   
                end
            end
        endcase
      end
    assign letter_case_out = letter_case;
    assign scan_code_ready = got_code_tick;
    assign scan_code = scan_out;
endmodule
module ps2_rx (
		input clk, reset,
		input ps2d, ps2c, rx_en,     
		output logic rx_done_tick,   
		output logic [7:0] rx_data   
	);
	localparam  IDLE = 1'b0,
	            RX   = 1'b1;
	logic state_reg, state_next;     
	logic [7:0] filter_reg;          
	logic [7:0] filter_next;         
	logic f_val_reg;                 
	logic f_val_next;                
	logic [3:0] n_reg, n_next;       
	logic [10:0] d_reg, d_next;      
	logic neg_edge;                  
	always_ff @(posedge clk, posedge reset) begin
		  if (reset) begin
			  filter_reg <= 0;
			  f_val_reg  <= 0;
		  end else begin
			  filter_reg <= filter_next;
			  f_val_reg  <= f_val_next;
		  end
		end
	assign filter_next = {ps2c, filter_reg[7:1]};
	assign f_val_next = (filter_reg == 8'b11111111) ? 1'b1 :
	        (filter_reg == 8'b00000000) ? 1'b0 :
	        f_val_reg;
	assign neg_edge = f_val_reg & ~f_val_next;
	always_ff @(posedge clk, posedge reset) begin
	    if (reset) begin
			  state_reg <= IDLE;
			  n_reg     <= 0;
			  d_reg     <= 0;
			end else begin
			  state_reg <= state_next;
			  n_reg     <= n_next;
			  d_reg     <= d_next;
			end
		end
	always_comb begin
		state_next = state_reg;
		rx_done_tick = 1'b0;
		n_next = n_reg;
		d_next = d_reg;
		case (state_reg)
			IDLE: begin
				  if (neg_edge & rx_en) begin    
					  n_next = 4'b1010;            
					  state_next = RX;             
					end
				end
			RX: begin
				  if (neg_edge) begin              
					  d_next = {ps2d, d_reg[10:1]};  
					  n_next = n_reg - 1;            
				  end
				  if (n_reg == 0) begin    
					  rx_done_tick = 1'b1;   
					  state_next = IDLE;     
				  end
			  end
		endcase
	end
	assign rx_data = d_reg[8:1];  
endmodule
```
**./run.sh**
```bash
#!/bin/bash
# OpenROAD 26Q1-2900-gdf79404cd8, Yosys 0.63+post, stock flow scripts
make -C /OpenROAD-flow-scripts/flow DESIGN_CONFIG=/design/flow/config.mk WORK_HOME=/design/flow/orfs finish
```
**./config.mk**
```make
export PLATFORM = sky130hd
export DESIGN_NAME = KeyboardDriver
export DESIGN_NICKNAME = KeyboardDriver
export VERILOG_FILES = /design/flow/design.v
export SDC_FILE = /design/flow/constraint.sdc
export NUM_CORES = 4
export LEC_CHECK = 1
export CORE_UTILIZATION = 40
export SYNTH_HDL_FRONTEND = slang
```
**./constraint.sdc**
```tcl
current_design KeyboardDriver

set clk_period 2.0
set clk_io_pct 0.2

create_clock -name clk0 -period $clk_period [get_ports {CLK}]

set non_clock_inputs [all_inputs -no_clocks]
set_input_delay [expr $clk_period * $clk_io_pct] -clock clk0 $non_clock_inputs
set_output_delay [expr $clk_period * $clk_io_pct] -clock clk0 [all_outputs]
```
==> impl_metrics.sql <==
-- flow metrics import
INSERT INTO impl_metrics (metric_group, metric, value, unit) VALUES
('cells_and_area', 'post_route_cells_drive_above_1_share', '0.07879', ''),
('global_routing', 'initial_antenna_violation_count', '0', ''),
('cells_and_area', 'max_ffs_per_register', '10', ''),
('timing', 'slew_viol_final', '0', ''),
('yosys', 'synth_top_cell_by_area', 'edfxtp_1', ''),
('drt', 'n_antenna_cell', '0', ''),
('clock_tree', 'post-cts-setup-buffers', '0', ''),
('setup_path', 'critical_path_buf_inv_count', '1', ''),
('yosys', 'post_synth_regs', '55', ''),
('setup_path', 'reg2reg_depth', '4', ''),
('yosys', 'synthesis.area', '2122', 'um2'),
('placed_design', 'portBuffers', '11', ''),
('setup_path', 'cell_chain_of_the_critical_path', 'clkdlybuf4s50_1', ''),
('clock_tree', 'htree_num_levels', '1', ''),
('min_path', 'worstHoldPathCells', '0', ''),
('drt', 'detail_route.first_pass.iterations', '4', ''),
('clock_tree', 'numCtsBuffers', '3', ''),
('power', 'p_leak', '0.8188', 'nW'),
('cells_and_area', 'nFillCells', '447', ''),
('global_routing', 'grt_busiest_layer', 'met1', ''),
('floorplanning', 'chipWidth', '74.84', 'um'),
('timing', 'post-route-min-period', '1404', 'ps'),
('setup_path', 'critPathRequiredTime', '1600', 'ps'),
('timing', 'fin_skew', '7.646', 'ps'),
('run', 'timing.max_cap.violations', '0', ''),
('setup_path', 'reg2reg_from', 'intrptCount[0]', ''),
('global_routing', 'grt_use_met2', '0.1762', ''),
('timing', 'fin_tns_setup', '0', 'ps'),
('setup_path', 'slowest_delay', '460', 'ps'),
('timing', 'unconstrained_endpoints', '72', ''),
('timing', 'tightest_slew', '745.4', 'ps'),
('clock_tree', 'clock_tree.root_cell', 'clkbuf_8', ''),
('min_path', 'hold_path_startpoint', 'StateReg[0]', ''),
('status', 'status', 'finished clean', ''),
('timing', 'unrepaired_setup_endpoints_after_global_routing', 'false', ''),
('setup_path', 'timing_worst_setup_path_type', 'reg2out', ''),
('drt', 'drt_wl_total', '2817', 'um'),
('power', 'power-per-cell-area', '239.0', 'nW/um2'),
('timing', 'unclocked_regs', '40', ''),
('drt', 'first_iter_violations', '47', ''),
('clock_tree', 'cts_hold_buf', '0', ''),
('yosys', 'post_synth_inst_count', '150', ''),
('yosys', 'synth.area.top_cells', 'edfxtp_1 (51%), dfxtp_1 (18%), xor2_1 (3.7%), ha_1 (2.9%), inv_1 (2.3%)', ''),
('timing', 'maximum_operating_frequency', '712.4', 'MHz'),
('setup_path', 'r2r_setup_slack', '780', 'ps'),
('floorplanning', 'floorplan.rows', '26', ''),
('global_routing', 'use_met3', '0.02171', ''),
('power', 'vdd.ir_drop.worst', '0.1421', 'mV'),
('yosys', 'yosysSeqAreaShare', '0.6887', ''),
('clock_tree', 'clk-insertion-delay-late', '240', 'ps'),
('clock_tree', 'ctsResizeCount', '0', ''),
('floorplanning', 'fp.dieArea', '5600', 'um2'),
('global_routing', 'global_route.usage.total', '0.1173', ''),
('yosys', 'yosysUniqueCellTypes', '37', ''),
('power', 'report.power.total', '0.0005643', 'W'),
('drt', 'drc_errors', '0', ''),
('global_routing', 'global_route_wire_length_before_repair', '4795', 'um'),
('floorplanning', 'io_pins', '12', ''),
('cells_and_area', 'final_core_utilization', '0.4623', ''),
('placed_design', 'post-dp-hpwl', '2053', 'um'),
('timing', 'setup-violations-final', '0', ''),
('timing', 'slew-limit-headroom', '0.5012', ''),
('yosys', 'yosys-stat-cells', '150', ''),
('drt', 'dr_vias', '1128', ''),
('cells_and_area', 'synthToLayoutAreaGrowth', '11.26', '%'),
('yosys', 'synthDominantCellAreaShare', '0.5094', ''),
('setup_path', 'critical_path.startpoint_type', 'register', ''),
('placed_design', 'final_estimated_routing_congestion_in_global_placement', '0.7816', ''),
('yosys', 'synth_chip_area', '2122', 'um2'),
('drt', 'ant_nets', '0', ''),
('clock_tree', 'maximum_buffer_depth_of_the_clock_tree', '2', '');
-- report_power, final --
group / switching [W] / internal [W] / total (W)
clock network: 0.0000875 / 0.000140 / 0.000228
registers: 0 / 0.000333 / 0.000333
logic: 0.000000357 / 0.00000333 / 0.00000369
-- synth_stat cells --
library cell  number
nand3_1            3
edfxtp_1          36
nor3_1             2
nor2_1             9
nor3b_1            1
dfxtp_1           19
nor3_2             1
nor4_1             2
a21boi_1           1
nand4_4            1
nor4_2             2
o211ai_2           2
inv_1             13
nand4_1            7
a211o_1            1
nor4b_2            1
nand4b_1           1
mux2i_1            1
and2_1             1
o21ai_1            3
a21oi_1            2
xor2_1             9
and3b_1            1
o211ai_1           1
xnor2_1            3
nand4bb_1          1
o21ai_0            3
o2111a_2           1
nand2_1           10
buf_6              1
and4bb_2           1
and4bb_1           1
nand3b_1           1
or3_1              1
ha_1               5
and4b_1            1
nor2b_1            1
-- stage by stage --
step / cells / setup slack, ps / cell area, um2 / hold slack (ps)
5_1_grt: 235 / 531.0 / 2361 / 412.4
4_1_cts: 235 / 582.5 / 2361 / 392.1
6_report: 235 / 596.3 / 2361 / 391.5
3_3_place_gp: 231 / 813.8 / 2316 / 379.5
2_1_floorplan: 150 / 909.3 / 2122 / 371.9
3_5_place_dp: 231 / 791.2 / 2316 / 384.9
-- worst max path at each step --
stage / startpoint / to / slack (ps) / cells after the start
after CTS: SCANCODE[0] / SCANCODE[0] / 580 / 1
after global routing: SCANCODE[2] / SCANCODE[2] / 530 / 1
final: SCANCODE[0] / SCANCODE[0] / 600 / 1
-- placed cells by master (no fill, tap or decap), types with 2 or more instances in the layout --
cell / netlist / layout
a21oi_1: 2 / 2
clkbuf_8: 0 / 3
clkdlybuf4s50_1: 0 / 11
dfxtp_1: 19 / 19
edfxtp_1: 36 / 36
ha_1: 5 / 5
inv_1: 13 / 13
nand2_1: 10 / 10
nand3_1: 3 / 3
nand4_1: 7 / 7
nor2_1: 9 / 9
nor3_1: 2 / 2
nor4_1: 2 / 2
nor4_2: 2 / 2
o211ai_2: 2 / 2
o21ai_0: 3 / 3
o21ai_1: 3 / 3
xnor2_1: 3 / 3
xor2_1: 9 / 9
-- final cells by class --
cell class / count / area, um2 / share of cell area
Clock buffer: 4 / 45.04 / 0.01908
Inverter: 13 / 48.80 / 0.02067
Multi-Input combinational cell: 81 / 600.6 / 0.2544
Sequential cell: 55 / 1461 / 0.6190
Tap cell: 70 / 87.58 / 0.03710
Timing Repair Buffer: 12 / 117.6 / 0.04981
-- per-layer routing --
metal | routed length, um | share of wire | up-vias
met4 | 12 | 0.0043 | 0
li1 | - | - | 579
met1 | 1493 | 0.53 | 530
met5 | 0 | 0 | -
met2 | 1210 | 0.43 | 17
met3 | 101 | 0.036 | 2
-- logic make-up (layout without fill, tap and decap cells) --
kind of cell,after synthesis,after routing,synth area share
flip-flops,55,55,0.6887
AND/OR/NAND/NOR,49,49,0.1515
AND-OR/OR-AND,14,14,0.04776
buffers and inverters,14,29,0.02830
XOR/XNOR,12,12,0.04953
adder cells (fa/ha/maj),5,5,0.02948
multiplexers,1,1,0.004717
-- worst register-to-register path: stages, from the launching register on --
cell and delay, ps:
edfxtp_1 430, inv_1 90, ha_1 140, nand4b_1 240
a21boi_1 210
Power figures rest on the tool's default switching activity, not on a simulated workload.
